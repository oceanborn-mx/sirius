==> design/flow/design.v <==
module FSM_Ctrol (
	input			RST,	 
	input			CLK,	 
	input			STM,	 
	output reg		ENpH,	 
	output reg		ENpL,	 
	output reg		ENa,	 
	output reg		ENr,	 
	output reg		SEL,	 
	output reg		EOM		 
	);	
	reg[2:0]	Qp,Qn;
	always @ *
	begin : Combinacional 
		case (Qp)
			3'b000 : begin	 
				if (STM)
					Qn = 3'b001;
				else
					Qn = Qp;
				ENpH = 1'b0;
				ENpL = 1'b0;
				ENa  = 1'b0;
				ENr  = 1'b0;	
				SEL  = 1'b0;
				EOM  = 1'b1;
			end
			3'b001 : begin
				Qn   = 3'b010;
				ENpH = 1'b1;
				ENpL = 1'b0;
				ENa  = 1'b0;
				ENr  = 1'b0;
				SEL  = 1'b0; 
				EOM  = 1'b0;
			end
			3'b010 : begin
				Qn   = 3'b011;
				ENpH = 1'b0;
				ENpL = 1'b1;
				ENa  = 1'b1;
				ENr  = 1'b0;	
				SEL  = 1'b0;
				EOM  = 1'b0;
			end	  
			3'b011 : begin
				Qn   = 3'b000;
				ENpH = 1'b0;
				ENpL = 1'b0;
				ENa  = 1'b1;
				ENr  = 1'b1;	
				SEL  = 1'b1; 
				EOM  = 1'b0;
			end	   
		endcase
	end
	always @ (posedge RST or posedge CLK)
	begin : Secuencial 
		if (RST)
			Qp <= 0;
		else
			Qp <= Qn;
	end
endmodule
module Multiplicador_4x4 (
	input [3:0]	A,B,	 
	output[7:0] M		 
	);			   
	assign	M = A * B;
endmodule
module Mux4_2_1 (
	input[3:0]	I0,I1,	 
	input		SEL,	 
	output[3:0]	Y		 
	); 
	assign	Y = SEL ? I1 : I0;
endmodule
module Registro_4b (
	input			RST,	 
	input			CLK,	 
	input			EN,		 
	input[3:0]		D,		 
	output reg[3:0]	Q		 
	);	
	reg[3:0] Qp, Qn; 
	always @ (Qp,EN,D)
	begin : Combinacional 
		if (EN)
			Qn = D;		 
		else
			Qn = Qp;	 
		Q = Qp;
	end
	always @ (posedge RST or posedge CLK)
	begin : Secuencial
		if (RST)
			Qp <= 0;
		else
			Qp <= Qn;
	end
endmodule
module Registro_8b (
	input			RST,	 
	input			CLK,	 
	input			EN,		 
	input[7:0]		D,		 
	output reg[7:0]	Q		 
	);
	reg[7:0] Qp, Qn; 
	always @ (Qp,EN,D)
	begin : Combinacional 
		if (EN)
			Qn = D;		 
		else
			Qn = Qp;	 
		Q = Qp;
	end
	always @ (posedge RST or posedge CLK)
	begin : Secuencial
		if (RST)
			Qp <= 0;
		else
			Qp <= Qn;
	end
endmodule
module Hipercubo (
	input			RST,		 
	input			CLK,		 
	input[3:0]		A00,A01,	 
	input[3:0]		A10,A11,   
	input[3:0]		B00,B01,	 
	input[3:0]		B10,B11,
	input[7:0]		ENa,		 
	input[7:0]		ENb,		 
	input[7:0]		ENc,		 
	input[7:0]		SEL,		 
	output[7:0]		MTX00,MTX01, 
	output[7:0]		MTX10,MTX11
	);	  
	wire[3:0]	Ra000,Ra001,Ra010,Ra011;
	wire[3:0]	Ra100,Ra101,Ra110,Ra111;
	wire[3:0]	Rb000,Rb001,Rb010,Rb011;
	wire[3:0]	Rb100,Rb101,Rb110,Rb111;
	wire[7:0]	Rc000,Rc001,Rc010,Rc011;
	wire[7:0]	Rc100,Rc101,Rc110,Rc111;
	wire[3:0]	Ya001,Ya011,Ya100,Ya110; 
	wire[3:0]	Yb010,Yb011,Yb100,Yb101;
	wire[7:0]	M000,M001,M010,M011;
	wire[7:0]	M100,M101,M110,M111;
	Registro_4b			RA000(RST,CLK,ENa[0],A00,Ra000); 
	Registro_4b			RB000(RST,CLK,ENb[0],B00,Rb000);	
	Multiplicador_4x4	M1(Ra000,Rb000,M000);
	Registro_8b			RC000(RST,CLK,ENc[0],M000,Rc000);	
	Mux4_2_1			Mux1(A01,Ra000,SEL[0],Ya001);
	Registro_4b			RA001(RST,CLK,ENa[1],Ya001,Ra001); 
	Registro_4b			RB001(RST,CLK,ENb[1],B01,Rb001);
	Multiplicador_4x4	M2(Ra001,Rb001,M001); 
	Registro_8b			RC001(RST,CLK,ENc[1],M001,Rc001);
	Registro_4b			RA010(RST,CLK,ENa[2],A10,Ra010); 
	Mux4_2_1			Mux2(B10,Rb000,SEL[1],Yb010);
	Registro_4b			RB010(RST,CLK,ENb[2],Yb010,Rb010); 
	Multiplicador_4x4	M3(Ra010,Rb010,M010);
	Registro_8b			RC010(RST,CLK,ENc[2],M010,Rc010);
	Mux4_2_1			Mux3(A11,Ra010,SEL[2],Ya011);
	Registro_4b			RA011(RST,CLK,ENa[3],Ya011,Ra011); 
	Mux4_2_1			Mux4(B11,Rb001,SEL[3],Yb011);
	Registro_4b			RB011(RST,CLK,ENb[3],Yb011,Rb011);
	Multiplicador_4x4	M4(Ra011,Rb011,M011); 
	Registro_8b			RC011(RST,CLK,ENc[3],M011,Rc011);
	Mux4_2_1			Mux5(Ra000,Ra101,SEL[4],Ya100);
	Registro_4b			RA100(RST,CLK,ENa[4],Ya100,Ra100);
	Mux4_2_1			Mux6(Rb000,Rb110,SEL[5],Yb100);
	Registro_4b			RB100(RST,CLK,ENb[4],Yb100,Rb100); 
	Multiplicador_4x4	M5(Ra100,Rb100,M100);
	Registro_8b			RC100(RST,CLK,ENc[4],M100,Rc100);
	Registro_4b			RA101(RST,CLK,ENa[5],Ra001,Ra101);
	Mux4_2_1			Mux7(Rb001,Rb111,SEL[6],Yb101);
	Registro_4b			RB101(RST,CLK,ENb[5],Yb101,Rb101);
	Multiplicador_4x4	M6(Ra101,Rb101,M101); 
	Registro_8b			RC101(RST,CLK,ENc[5],M101,Rc101);
	Mux4_2_1			Mux8(Ra010,Ra111,SEL[7],Ya110);
	Registro_4b			RA110(RST,CLK,ENa[6],Ya110,Ra110); 
	Registro_4b			RB110(RST,CLK,ENb[6],Rb010,Rb110); 
	Multiplicador_4x4	M7(Ra110,Rb110,M110);
	Registro_8b			RC110(RST,CLK,ENc[6],M110,Rc110);
	Registro_4b			RA111(RST,CLK,ENa[7],Ra011,Ra111); 
	Registro_4b			RB111(RST,CLK,ENb[7],Rb011,Rb111);	
	Multiplicador_4x4	M8(Ra111,Rb111,M111); 
	Registro_8b			RC111(RST,CLK,ENc[7],M111,Rc111);
	Sumador_8b			SUM1(Rc000,Rc100,MTX00);
	Sumador_8b			SUM2(Rc001,Rc101,MTX01);	 
	Sumador_8b			SUM3(Rc010,Rc110,MTX10);
	Sumador_8b			SUM4(Rc011,Rc111,MTX11);
endmodule
module Multiplicacion_Matricial_Hipercubica (
	input			RST,		 
	input			CLK,		 
	input			STM,		 
	input[3:0]		A00,A01,	 
	input[3:0]		A10,A11,   
	input[3:0]		B00,B01,	 
	input[3:0]		B10,B11,
	output[7:0]		C00,C01, 
	output[7:0]		C10,C11,
	output			EOM			 
	); 
	wire[7:0]		ENa;		 
	wire[7:0]		ENb;		 
	wire[7:0]		ENc;		 
	wire[7:0]		SEL;		 
	Hipercubo	U1(RST,CLK,A00,A01,A10,A11,B00,B01,B10,B11,
				   ENa,ENb,ENc,SEL,C00,C01,C10,C11);
	FSM_Ctrol	U2(RST,CLK,STM,ENa,ENb,ENc,SEL,EOM);
endmodule
module Sumador_8b (
	input[7:0]	A,B,	 
	output[7:0]	SUM		 
	);	 
	assign	SUM = A + B;
endmodule
==> design/flow/run.sh <==
#!/bin/bash
# OpenROAD 26Q1-2900-gdf79404cd8, Yosys 0.63+post, stock flow scripts
make -C /OpenROAD-flow-scripts/flow DESIGN_CONFIG=/design/flow/config.mk WORK_HOME=/design/flow/orfs finish
==> design/flow/config.mk <==
export PLATFORM = sky130hd
export DESIGN_NAME = Multiplicacion_Matricial_Hipercubica
export DESIGN_NICKNAME = Multiplicacion_Matricial_Hipercubica
export VERILOG_FILES = /design/flow/design.v
export SDC_FILE = /design/flow/constraint.sdc
export NUM_CORES = 4
export LEC_CHECK = 1
export CORE_AREA = 10 10 97 97
export DIE_AREA = 0 0 107 107
==> design/flow/constraint.sdc <==
current_design Multiplicacion_Matricial_Hipercubica

set clk_period 3.6
set clk_io_pct 0.2

create_clock -name clk0 -period $clk_period [get_ports {CLK}]

set non_clock_inputs [all_inputs -no_clocks]
set_input_delay [expr $clk_period * $clk_io_pct] -clock clk0 $non_clock_inputs
set_output_delay [expr $clk_period * $clk_io_pct] -clock clk0 [all_outputs]
==> run_results.csv <==
group,metric,value,unit
power_and_ir_drop,pwr-share-seq,0.486,
placed_design,gp_congestion,0.768,
floorplanning,chip_area,11400,µm²
clock_tree,cts_hold_buf,0,
global_routing,grt_use_total,0.0468,
logic_synthesis,yosys.area.top_type,"dfrtp_1",
critical_path,slowest_delay,0.56,ns
logic_synthesis,synthMuxAreaShare,0.101,
clock_tree,cts_made_buffers,3,
logic_synthesis,postSynth.asyncResetShare,0.731,
critical_path,path_delay_family,"adder cells",
logic_synthesis,synthTopCellsByArea,"dfrtp_1 (33%), buf_4 (12%), ha_1 (10%)",
critical_path,crit_slowest_cell,"fa_1",
global_routing,global_route.usage.met2,0.0843,
clock_tree,clock_latency,0.25,ns
critical_path,crit_path_max_fanout,5,
critical_path,r2r_slack,0.76,ns
clock_tree,cts_tree,"yes",
cells_and_area,drive_gt1_frac,0.109,
power_and_ir_drop,ir_worst_vdd,0.110,mV
logic_synthesis,ff_type,"dfrtp_1",
sta,period_used_share,0.788,
floorplanning,die_height,107,µm
critical_path,critPathKind,"register to register",
route,diodes,0,
logic_synthesis,ys_cells,136,
logic_synthesis,ys_sh_xor,0.0242,
cells_and_area,syn2layout_area_growth,17.9,%
sta,finalSetupViolations,0,
sta,tightest_slew,0.727,ns
worst_hold_path,min_path_type,"register to register",
global_routing,use_met1,0.0546,
floorplanning,num_rows,31,
placed_design,port_buffers,19,
route,wl,2.69,mm
clock_tree,htree_levels,1,
logic_synthesis,synthesis.area,1450,µm²
logic_synthesis,simple_gate_area_frac,0.104,
logic_synthesis,avgSynthCellArea,10.6,µm²
logic_synthesis,ys_chip_area,1450,µm²
route,num_vias,909,
logic_synthesis,fa_ha_area_frac,0.159,
power_and_ir_drop,power_density,294,nW/µm²
logic_synthesis,synthCells,136,
sta,report.final.slew_viol_count,0,
flow_run,tool_warnings,49,
power_and_ir_drop,p_sw,124,µW
global_routing,grt_max_degree,20,
worst_hold_path,hold_depth,1,
clock_tree,cts_setup_buffers,0,
critical_path,crit_path_end_kind,"register",
route,drt_iter0_drc,27,
route,drt_pass1_iterations,3,
logic_synthesis,synth_flops,26,
power_and_ir_drop,power_frac_comb,0.222,
global_routing,busiest_layer,"met2",
power_and_ir_drop,swShare,0.248,
sta,finalHoldViolCount,0,
clock_tree,clk_path_buf_depth,2,
logic_synthesis,compound_area_frac,0.0545,
worst_hold_path,hold_start,"U1.RC000.Qp[1]",
critical_path,cp.required,3.74,ns
floorplanning,die_w,107,µm
power_and_ir_drop,p_leak,0.000800,µW
route,drtAntennaViolNets,0,
sta,fin_setup_tns,0,ns
sta,untimed_endpoints,11,
sta,min_period,2.84,ns
logic_synthesis,synthTopLogicFamily,"adder cells",
logic_synthesis,synth.distinct_cells,25,
sta,whs,0.510,ns
global_routing,met3_usage,0.0152,
route,avgViaCountPerCell,3.56,
route,drt-wirelength-per-cell,10.5,µm
power_and_ir_drop,intPower,378,µW
logic_synthesis,ys_warn_count,7,
logic_synthesis,top_cell,"buf_4",
floorplanning,pin_count,68,
critical_path,crit_buf_inv,2,
critical_path,reg2reg_to,"U1.RC000.Qp[6]",
global_routing,grt_pass1_vias,978,
critical_path,r2r_cells,10,
global_routing,grt_pass1_wl,4.49,mm
logic_synthesis,top_cells_by_count,"buf_4 (24), dfrtp_1 (19), mux2_2 (13), ha_1 (12), and2_1 (10)",
critical_path,r2r-start,"U1.RB000.Qp[3]",
sta,finalClockSkew,0.00327,ns
floorplanning,core_area,7290,µm²
worst_hold_path,min_to,"U1.RC000.Qp[1]",
critical_path,startpoint_type,"register",
global_routing,antenna_found_initial,0,
floorplanning,fp_util,0.198,
sta,rsz0062_at_grt,"false",
clock_tree,cts_root_buffer,"clkbuf_8",
logic_synthesis,edf_count,0,
global_routing,grt_overflow,0,
sta,unclocked_regs,7,
sta,maxSlewHeadroom,0.515,
critical_path,crit_chain,"nand2_1 > fa_1 > inv_1 > fa_1 > inv_1 > fa_1 > nor2b_1 > o21a_1 > o21ai_0 > a31o_1",
placed_design,dpl.hpwl,2.23,mm
logic_synthesis,yosys.area.top_type_share,0.329,
flow_run,max_cap_violations,0,
route,route.detailed.drc,0,
outcome,outcome,"complete, no violations",
sta,fmax,0.352,GHz
cells_and_area,fillers,821,
critical_path,critical_path_arrival,2.98,ns
clock_tree,cts.repair.resized,0,
critical_path,crit_top_cell,"fa_1",
power_and_ir_drop,clockPowerShare,0.292,
clock_tree,clk_pin_slew,0.07,ns
[layout by cell type, fill, tap and decap left out, drive strengths merged]
cell,synthesis,layout
mux2,13,13
dfrtp,19,19
xor2,1,1
xnor2,3,3
a21o,1,1
fa,4,4
nor2b,5,5
a211oi,1,1
a31o,1,1
or3,1,1
clkbuf,2,3
clkinv,0,1
dlxtn,7,7
a21oi,3,3
and2,10,10
ha,12,12
o21ai,5,5
inv,9,9
nand3,1,1
conb,1,24
nor2,2,2
o211ai,1,1
clkdlybuf4s50,0,19
nand2,8,8
o21a,1,1
nor3b,1,1
[area by class of cell]
class / instances / area [µm²] / share of cell area
clock buffer: 3 / 41.3 / 0.0242
clock inverter: 1 / 5.00 / 0.00293
inverter: 9 / 33.8 / 0.0198
multi-input combinational: 98 / 731 / 0.428
sequential: 26 / 581 / 0.340
tap: 99 / 124 / 0.0726
timing repair buffer: 19 / 190 / 0.112
[power groups by stage]
stage	logic (µW)	registers, µW	clock network, µW
finish	111	244	147
global route	129	247	163
CTS	117	244	154
[worst max-delay path by stage]
stage               from  slack [ns]  cells past startpoint              to
5_1_grt   U1.RB000.Qp[3]        0.56                      9  U1.RC000.Qp[7]
4_1_cts   U1.RA000.Qp[0]        0.75                     10  U1.RC000.Qp[6]
6_report  U1.RB000.Qp[3]        0.76                     10  U1.RC000.Qp[6]
[metal layers]
metal  vias up  share of wire
li1        439              -
met1       451           0.41
met2        17           0.54
met3         2          0.052
met4         0         0.0037
met5         -              0
[stage by stage]
stage | util | area [µm²] | cells | power [µW] | setup slack [ns]
6_report | 0.234 | 1710 | 255 | 502 | 0.762
5_1_grt | 0.234 | 1710 | 255 | 539 | 0.564
3_3_place_gp | 0.228 | 1660 | 251 | 365 | 0.773
4_1_cts | 0.234 | 1710 | 255 | 516 | 0.750
3_5_place_dp | 0.228 | 1660 | 251 | 365 | 0.767
2_1_floorplan | - | 1530 | 159 | 323 | 0.936
[sequential cells by signal, indices dropped and copies added (netlist names)]
| name | flops |
|---|---|
| U2.ENpL | 1 |
| U1.RA000.Qp | 4 |
| U2.SEL | 1 |
| U2.Qp | 3 |
| U2.ENa | 1 |
| U1.RC000.Qp | 8 |
| U2.ENpH | 1 |
| U1.RB000.Qp | 4 |
| U2.Qn | 3 |
[cells by family (layout without fill, tap and decap cells)]
kind of cell	Yosys count	count (layout)
other cells	1	24
mux	13	13
flops	19	19
fa+ha+maj	16	16
simple gates	28	28
buf+inv	35	32
compound gates	13	13
latches	7	7
xor+xnor	4	4
Power figures rest on the tool's default switching activity, not on a simulated workload.
