$ cat ./config.mk
export PLATFORM = sky130hd
export DESIGN_NAME = Multiplicacion_Matricial_2DMesh
export DESIGN_NICKNAME = Multiplicacion_Matricial_2DMesh
export VERILOG_FILES = /design/flow/design.v
export SDC_FILE = /design/flow/constraint.sdc
export NUM_CORES = 4
export LEC_CHECK = 1
export CORE_UTILIZATION = 30
$ cat ./constraint.sdc
current_design Multiplicacion_Matricial_2DMesh

set clk_period 4.2
set clk_io_pct 0.2

create_clock -name clk0 -period $clk_period [get_ports {CLK}]

set non_clock_inputs [all_inputs -no_clocks]
set_input_delay [expr $clk_period * $clk_io_pct] -clock clk0 $non_clock_inputs
set_output_delay [expr $clk_period * $clk_io_pct] -clock clk0 [all_outputs]
$ cat ./design.v
module Barrel_Shifter (R,S,Y);	 
	input[11:0]		R;	 
	input[2:0]		S;	 
	output[11:0]	Y;	 
	reg[11:0]		Y;	 
	always @ (R,S)
	begin
		case (S)
			3'h0	: Y = R[ 7:0]; 
			3'h1	: Y = R[ 8:1];
			3'h2	: Y = R[ 9:2];
			3'h3	: Y = R[10:3];
			default : Y = R[11:4];
		endcase
	end
endmodule
module FSM_Ctrol (
	input			RST,	 
	input			CLK,	 
	input			STM,	 
	output reg		ENpH,	 
	output reg		ENpL,	 
	output reg		ENa,	 
	output reg		ENr,	 
	output reg		SEL,	 
	output reg		EOM		 
	);	
	reg[2:0]	Qp,Qn;
	always @ *
	begin : Combinacional 
		case (Qp)
			3'b000 : begin	 
				if (STM)
					Qn = 3'b001;
				else
					Qn = Qp;
				ENpH = 1'b0;
				ENpL = 1'b0;
				ENa  = 1'b0;
				ENr  = 1'b0;	
				SEL  = 1'b0;
				EOM  = 1'b1;
			end
			3'b001 : begin
				Qn   = 3'b010;
				ENpH = 1'b1;
				ENpL = 1'b0;
				ENa  = 1'b0;
				ENr  = 1'b0;
				SEL  = 1'b0; 
				EOM  = 1'b0;
			end
			3'b010 : begin
				Qn   = 3'b011;
				ENpH = 1'b0;
				ENpL = 1'b1;
				ENa  = 1'b1;
				ENr  = 1'b0;	
				SEL  = 1'b0;
				EOM  = 1'b0;
			end	  
			3'b011 : begin
				Qn   = 3'b000;
				ENpH = 1'b0;
				ENpL = 1'b0;
				ENa  = 1'b1;
				ENr  = 1'b1;	
				SEL  = 1'b1; 
				EOM  = 1'b0;
			end	   
		endcase
	end
	always @ (posedge RST or posedge CLK)
	begin : Secuencial 
		if (RST)
			Qp <= 0;
		else
			Qp <= Qn;
	end
endmodule
module MAC ( 
	input			RST,	 
	input			CLK,	 
	input			ENa,	 
	input			ENr,	 
	input[3:0]		A,		 
	input[3:0]		B,		 
	output[7:0]		MTX		 
	);	
	wire[2:0]	BSEL;
	wire[7:0]	M;
	wire[11:0]	M_S,SUM,ACC,RES;
	assign M_S[11:8] = {4{M[7]}};
	assign M_S[ 7:0] = M;
	Multiplicador_4x4	M3(A,B,M);
	Sumador_12b			S3(ACC,M_S,SUM);
	Reg_Acc_12b			Ra10(RST,CLK,ENa,SUM,ACC);
	Reg_Res_12b			Rr10(RST,CLK,ENr,SUM,RES);
	Barrel_Shifter		BS(RES,BSEL,MTX);
	assign BSEL = 3'h0;
endmodule
module Multiplicador_4x4 (
	input [3:0]	A,B,	 
	output[7:0] M		 
	);			   
	assign	M = A * B;
endmodule
module Reg_Acc_12b (
	input				RST,	 
	input				CLK,	 
	input				EN,		 
	input[11:0]			D,		 
	output reg[11:0]	Q		 
	);
	reg[11:0] Qp, Qn; 
	always @ (Qp,EN,D)
	begin : Combinacional 
		if (EN)
			Qn = D;	 
		else
			Qn = 0;	 
		Q = Qp;
	end
	always @ (posedge RST or posedge CLK)
	begin : Secuencial
		if (RST)
			Qp <= 0;
		else
			Qp <= Qn;
	end
endmodule
module Reg_Res_12b (
	input			RST,	 
	input			CLK,	 
	input			EN,		 
	input[11:0]		D,		 
	output reg[11:0]	Q		 
	);
	reg[11:0] Qp, Qn; 
	always @ (Qp,EN,D)
	begin : Combinacional 
		if (EN)
			Qn = D;		 
		else
			Qn = Qp;	 
		Q = Qp;
	end
	always @ (posedge RST or posedge CLK)
	begin : Secuencial
		if (RST)
			Qp <= 0;
		else
			Qp <= Qn;
	end
endmodule
module Registro_4b (
	input			RST,	 
	input			CLK,	 
	input			EN,		 
	input[3:0]		D,		 
	output reg[3:0]	Q		 
	);	
	reg[3:0] Qp, Qn; 
	always @ (Qp,EN,D)
	begin : Combinacional 
		if (EN)
			Qn = D;		 
		else
			Qn = Qp;	 
		Q = Qp;
	end
	always @ (posedge RST or posedge CLK)
	begin : Secuencial
		if (RST)
			Qp <= 0;
		else
			Qp <= Qn;
	end
endmodule
module Sumador_12b (
	input[11:0]	A,B,	 
	output[11:0]	SUM		 
	);	 
	assign	SUM = A + B;
endmodule
module Arreglo_2DMesh (
	input			RST,		 
	input			CLK,		 
	input[3:0]		A00,A10,	 
	input[3:0]		B00,B01,	 
	input			ENp,		 
	input			ENq,		 
	input[3:0]		ENa,		 
	input[3:0]		ENr,		 
	output[7:0]		MTX00,MTX01, 
	output[7:0]		MTX10,MTX11
	);	 
	wire[3:0]	Ar01,Ar10,Ar11;	 
	wire[3:0]	Br01,Br10,Br11;
	MAC				MAC00(RST,CLK,ENa[0],ENr[0],A00,B00,MTX00);
	Registro_4b		RpA01(RST,CLK,ENp,A00,Ar01);
	Registro_4b		RpB01(RST,CLK,ENp,B01,Br01);
	MAC				MAC01(RST,CLK,ENa[1],ENr[1],Ar01,Br01,MTX01);
	Registro_4b		RpA10(RST,CLK,ENp,A10,Ar10);
	Registro_4b		RpB10(RST,CLK,ENp,B00,Br10);  
	MAC				MAC10(RST,CLK,ENa[2],ENr[2],Ar10,Br10,MTX10);
	Registro_4b		RpA11(RST,CLK,ENq,Ar10,Ar11);
	Registro_4b		RpB11(RST,CLK,ENq,Br01,Br11);
	MAC				MAC11(RST,CLK,ENa[3],ENr[3],Ar11,Br11,MTX11);
endmodule
module Multiplicacion_Matricial_2DMesh (
	input			RST,		 
	input			CLK,		 
	input			STM,		 
	input[3:0]		A00,A10,	 
	input[3:0]		B00,B01,	 
	output[7:0]		MTX00,MTX01, 
	output[7:0]		MTX10,MTX11,
	output			EOM			 
	); 	
	wire		ENp,ENq;	 
	wire[3:0]	ENa;		 
	wire[3:0]	ENr;		 
	Arreglo_2DMesh	U1(RST,CLK,A00,A10,B00,B01,ENp,ENq,ENa,
					   ENr,MTX00,MTX01,MTX10,MTX11);
	FSM_Ctrol		U2(RST,CLK,STM,ENp,ENq,ENa,ENr,EOM);
endmodule
$ cat ./run.sh
#!/bin/bash
# OpenROAD 26Q1-2900-gdf79404cd8, Yosys 0.63+post, stock flow scripts
make -C /OpenROAD-flow-scripts/flow DESIGN_CONFIG=/design/flow/config.mk WORK_HOME=/design/flow/orfs finish
==> summary.txt <==
core outline area = 5570 sq um
sw power = 0.279 mW
Reg2Reg Setup Slack = 2.23 ns
synthesized cell area = 1750 sq um
total gr overflow = 0
initial antenna violation count = 0
total wire length = 2.96 mm
# port buffers = 19
Post-synth EDFFs = 0
Post-Syn Instances = 186
Setup crit end kind = flop
Critical Path Fanout Max = 2
most instantiated logic cells after routing = 24 x conb_1, 23 x buf_4, 19 x dfrtp_1
Tcrit/Tclk final = 0.945
ys cells = 186
clk root buf = clkbuf_8
Crit. Startpoint = A00[3]
area delta synth->final = 25.1%
Setup-failing EPs final = 0
# Max-Cap Violations = 0
clock-pin slew of the registers on the worst-case setup and hold paths = 0.07 ns
Syn Area/Cell = 9.40 sq um
Synth Flop Type = dfrtp_1
Total GRT Usage = 0.110
Logic pwr share = 0.550
RePlAce Congestion = 0.804
post-layout utilization of the core = 0.393
CP peak stage delay = 0.48 ns
Latency at later pin = 0.25 ns
clock skew = 0.00357 ns
Inst Count DP = 296
worst vdd ir = 0.000280 V
R2R Path End = U1.MAC00.Ra10.Qp[6]$_DFF_PP0_
WP depth = 15
min Tclk post-route = 3.97 ns
CTS max path bufs = 2
chip area = 6140 sq um
vias in the first global route = 1252
worst path bufs/invs = 2
total number of vias = 1264
Pwr Total = 0.848 mW
Worst-Margin Slew = 0.747 ns
Int Pwr = 0.569 mW
1st-iter DRT viols = 34
CTS buffer count = 3
share of cells above drive strength 1 = 0.200
DR pass1 iterations = 4
die height = 78.4 um
Fin Setup TNS = 0 ns
Die W = 78.4 um
CTS Hold Bufs = 0
slew margin rel. = 0.502
Sw Ratio = 0.329
dpl hpwl = 2.28 mm
Final Instance Count excl. Fillers = 302
leakage power = 1.08 nW
Final ANT Viol Nets = 0
Final Hold Fails = 0
Max Freq = 252 MHz
CP required = 4.38 ns
row count = 27
worst flop-to-flop path startpoint = U1.MAC00.Ra10.Qp[0]$_DFF_PP0_
Worst EP arrival = 4.14 ns
Yosys Chip Area = 1750 sq um
Reg2Reg Depth = 8
CP top delay family = adder cells
Reg area = 551 sq um
htree depth = 1
Max Slew Vio Count = 0
YS warnings = 8
RSZ-0062 raised after global routing = false
Worst path slowest cell = clkdlybuf4s50_1
Hold WC Path Type = flop to flop
fp_density = 0.314
via/cell ratio = 4.19
WS Path Type = input port to flop
Top Ports = 52
antenna diode count = 0
CTS tree = done
OpenROAD warnings = 33
first-pass GRT wire length = 5.38 mm
register pins left without a clock = 5
ys flops = 24
DRC errors left = 0
Power per Cell Area = 388 nW/um^2
largest net degree at the start of global routing = 20
most numerous logic cell after layout = conb_1
Startpoint Class = input port
CP endpoint = U1.MAC00.Rr10.Qp[7]$_DFFE_PP0P_
multi-input logic area = 1060 sq um
drt wl/cell = 9.81 um
Flop pwr share = 0.298
status = complete, no violations
CP Cell Sequence = clkdlybuf4s50_1 > nand2_1 > fa_1 > inv_1 > ha_1 > ha_4 > a21o_1 > a21oi_2 > xnor2_1 > ha_1 > a21oi_2 > o211ai_1 > and2_1 > or3_4 > a31oi_1
clock share of power = 0.151
fillers = 562
Post-synth ARST share = 0.792
endpoints left unconstrained = 9
Distinct cells, synth = 41
## sequential cells by signal (all words and copies together) (netlist names)
name and flops:
U1.MAC00.Rr10.Qp 8, U2.Qp 3, U2.SEL 1, U1.MAC00.Ra10.Qp 8
U2.Qn 3, U2.ENa 1
## worst register-to-register path: stages, from the launching register on
cell      delay (ns)
dfrtp_1         0.33
ha_1            0.19
inv_1           0.07
fa_1            0.40
nor2b_1         0.13
o21ai_1         0.08
a21boi_1        0.28
nor2_1          0.10
o311ai_1        0.29
## cell type report
class / instances / area share
Tap cell: 72 / 0.0412
Inverter: 19 / 0.0326
Sequential cell: 24 / 0.252
Clock inverter: 1 / 0.00229
Timing Repair Buffer: 43 / 0.169
Multi-Input combinational cell: 140 / 0.485
Clock buffer: 3 / 0.0189
## what timing repair did
action,4_1_cts,5_1_grt
pin swaps,11,14
setup endpoints to repair,3,2
setup buffers,1,1
resized,13,7
## Yosys cell counts, drive strengths merged, types with 2 or more instances
master  instances  area share
nand2          11       0.024
o311ai          2       0.010
or3             4       0.014
buf            25        0.11
mux2            5       0.032
a21oi           6       0.019
inv            19       0.041
a21o            3       0.013
a211oi          3       0.016
a31oi           2      0.0072
fa              5       0.057
ha             19        0.14
dfrtp          19        0.27
dlxtn           5       0.043
and2           17       0.061
nor2            7       0.015
nor2b           4       0.014
o21ai           9       0.028
xnor2           6       0.030
## logic make-up (layout without fill, tap and decap cells)
logic type | Yosys count | in the layout | share of synthesized area
and+or+nand+nor | 48 | 48 | 0.149
buffers and inverters | 45 | 66 | 0.148
AOI/OAI and AO/OA | 31 | 31 | 0.120
adders and majority gates | 24 | 24 | 0.193
DFF | 19 | 19 | 0.272
xor gates and xnor gates | 7 | 7 | 0.0351
muxes | 6 | 6 | 0.0379
latches | 5 | 5 | 0.0429
other | 1 | 24 | 0.00214
## power groups by stage
stage	clock [mW]	sequential, mW	combinational, mW
4_1_cts	0.135	0.254	0.463
5_1_grt	0.139	0.260	0.531
6_report	0.128	0.253	0.467
## worst min-delay path by stage
stage                 depth (start not counted)                            start  slack, ns                               to
final                                         1  U1.MAC00.Rr10.Qp[3]$_DFFE_PP0P_       0.51  U1.MAC00.Rr10.Qp[3]$_DFFE_PP0P_
after CTS                                     1  U1.MAC00.Rr10.Qp[3]$_DFFE_PP0P_       0.51  U1.MAC00.Rr10.Qp[3]$_DFFE_PP0P_
after global routing                          1  U1.MAC00.Rr10.Qp[0]$_DFFE_PP0P_       0.53  U1.MAC00.Rr10.Qp[0]$_DFFE_PP0P_
## layer usage
layer	part of all wire	vias up	track usage
li1	-	663	-
met1	0.51	575	0.165
met2	0.43	24	0.175
met3	0.052	2	0.0224
met4	0.0068	0	0.0111
met5	0	-	0
## metrics by stage
step | hold WS [ns] | cell area (sq um) | setup WS [ns]
2_1_floorplan | 0.456 | 1840 | 0.171
3_3_place_gp | 0.494 | 2090 | -0.462
3_5_place_dp | 0.496 | 2090 | -0.447
4_1_cts | 0.513 | 2160 | 0.160
5_1_grt | 0.534 | 2190 | 0.0215
6_report | 0.507 | 2190 | 0.232
Power and IR drop assume default switching activity.
