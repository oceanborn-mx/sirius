File: flow/run.sh
#!/bin/bash
# OpenROAD 26Q1-2900-gdf79404cd8, Yosys 0.63+post, stock flow scripts
make -C /OpenROAD-flow-scripts/flow DESIGN_CONFIG=/design/flow/config.mk WORK_HOME=/design/flow/orfs finish
File: flow/config.mk
export PLATFORM = sky130hd
export DESIGN_NAME = Multiplicacion_Matricial_Torus
export DESIGN_NICKNAME = Multiplicacion_Matricial_Torus
export VERILOG_FILES = /design/flow/design.v
export SDC_FILE = /design/flow/constraint.sdc
export NUM_CORES = 4
export LEC_CHECK = 1
export CORE_UTILIZATION = 50
File: flow/constraint.sdc
current_design Multiplicacion_Matricial_Torus

set clk_period 8.3
set clk_io_pct 0.2

create_clock -name clk0 -period $clk_period [get_ports {CLK}]

set non_clock_inputs [all_inputs -no_clocks]
set_input_delay [expr $clk_period * $clk_io_pct] -clock clk0 $non_clock_inputs
set_output_delay [expr $clk_period * $clk_io_pct] -clock clk0 [all_outputs]
File: flow/design.v
module Arreglo_Torus (
	input			RST,		 
	input			CLK,		 
	input[3:0]		A00,A01,	 
	input[3:0]		A10,A11,   
	input[3:0]		B00,B01,	 
	input[3:0]		B10,B11,
	input			ENpH,		 
	input			ENpL,		 
	input			ENa,		 
	input			ENr,		 
	input			SEL,		 
	output[7:0]		MTX00,MTX01, 
	output[7:0]		MTX10,MTX11
	); 
	wire[3:0]	Aq00,Aq01,Aq10,Aq11;
	wire[3:0]	RaQ00,RaQ01,RaQ10,RaQ11;
	wire[3:0]	Ya00,Ya01,Ya10,Ya11;  
	wire[3:0]	Bq00,Bq01,Bq10,Bq11;
	wire[3:0]	RbQ00,RbQ01,RbQ10,RbQ11;
	wire[3:0]	Yb00,Yb01,Yb10,Yb11;
	Registro_4b		Ra00(RST,CLK,ENpH,A01,Aq01);
	Registro_4b		RaM00(RST,CLK,ENpL,Aq00,RaQ01);
	Mux4_2_1		MuxA00(Aq01,RaQ01,SEL,Ya00);
	Registro_4b		Rb00(RST,CLK,ENpH,B10,Bq10);
	Registro_4b		RbM00(RST,CLK,ENpL,Bq00,RbQ10);
	Mux4_2_1		MuxB00(Bq10,RbQ10,SEL,Yb00);
	MAC				MAC00(RST,CLK,ENa,ENr,Ya00,Yb00,MTX00);	
	Registro_4b		Ra01(RST,CLK,ENpH,A10,Aq10);
	Registro_4b		RaM01(RST,CLK,ENpL,Aq11,RaQ10);
	Mux4_2_1		MuxA01(Aq10,RaQ10,SEL,Ya01);
	Registro_4b		Rb01(RST,CLK,ENpH,B00,Bq00);
	Registro_4b		RbM01(RST,CLK,ENpL,Bq10,RbQ00);
	Mux4_2_1		MuxB01(Bq00,RbQ00,SEL,Yb01);
	MAC				MAC01(RST,CLK,ENa,ENr,Ya01,Yb01,MTX10);
	Registro_4b		Ra10(RST,CLK,ENpH,A00,Aq00);
	Registro_4b		RaM10(RST,CLK,ENpL,Aq01,RaQ00);
	Mux4_2_1		MuxA10(Aq00,RaQ00,SEL,Ya10);
	Registro_4b		Rb10(RST,CLK,ENpH,B01,Bq01);
	Registro_4b		RbM10(RST,CLK,ENpL,Bq11,RbQ01);
	Mux4_2_1		MuxB10(Bq01,RbQ01,SEL,Yb10);
	MAC				MAC10(RST,CLK,ENa,ENr,Ya10,Yb10,MTX01);
	Registro_4b		Ra11(RST,CLK,ENpH,A11,Aq11);
	Registro_4b		RaM11(RST,CLK,ENpL,Aq10,RaQ11);
	Mux4_2_1		MuxA11(Aq11,RaQ11,SEL,Ya11);
	Registro_4b		Rb11(RST,CLK,ENpH,B11,Bq11);
	Registro_4b		RbM11(RST,CLK,ENpL,Bq01,RbQ11);
	Mux4_2_1		MuxB11(Bq11,RbQ11,SEL,Yb11);
	MAC				MAC11(RST,CLK,ENa,ENr,Ya11,Yb11,MTX11);
endmodule
module Barrel_Shifter (R,S,Y);	 
	input[11:0]		R;	 
	input[2:0]		S;	 
	output[11:0]	Y;	 
	reg[11:0]		Y;	 
	always @ (R,S)
	begin
		case (S)
			3'h0	: Y = R[ 7:0]; 
			3'h1	: Y = R[ 8:1];
			3'h2	: Y = R[ 9:2];
			3'h3	: Y = R[10:3];
			default : Y = R[11:4];
		endcase
	end
endmodule
module FSM_Ctrol (
	input			RST,	 
	input			CLK,	 
	input			STM,	 
	output reg		ENpH,	 
	output reg		ENpL,	 
	output reg		ENa,	 
	output reg		ENr,	 
	output reg		SEL,	 
	output reg		EOM		 
	);	
	reg[2:0]	Qp,Qn;
	always @ *
	begin : Combinacional 
		case (Qp)
			3'b000 : begin	 
				if (STM)
					Qn = 3'b001;
				else
					Qn = Qp;
				ENpH = 1'b0;
				ENpL = 1'b0;
				ENa  = 1'b0;
				ENr  = 1'b0;	
				SEL  = 1'b0;
				EOM  = 1'b1;
			end
			3'b001 : begin
				Qn   = 3'b010;
				ENpH = 1'b1;
				ENpL = 1'b0;
				ENa  = 1'b0;
				ENr  = 1'b0;
				SEL  = 1'b0; 
				EOM  = 1'b0;
			end
			3'b010 : begin
				Qn   = 3'b011;
				ENpH = 1'b0;
				ENpL = 1'b1;
				ENa  = 1'b1;
				ENr  = 1'b0;	
				SEL  = 1'b0;
				EOM  = 1'b0;
			end	  
			3'b011 : begin
				Qn   = 3'b000;
				ENpH = 1'b0;
				ENpL = 1'b0;
				ENa  = 1'b1;
				ENr  = 1'b1;	
				SEL  = 1'b1; 
				EOM  = 1'b0;
			end	   
		endcase
	end
	always @ (posedge RST or posedge CLK)
	begin : Secuencial 
		if (RST)
			Qp <= 0;
		else
			Qp <= Qn;
	end
endmodule
module MAC ( 
	input			RST,	 
	input			CLK,	 
	input			ENa,	 
	input			ENr,	 
	input[3:0]		A,		 
	input[3:0]		B,		 
	output[7:0]		MTX		 
	);	
	wire[2:0]	BSEL;
	wire[7:0]	M;
	wire[11:0]	M_S,SUM,ACC,RES;
	assign M_S[11:8] = {4{M[7]}};
	assign M_S[ 7:0] = M;
	Multiplicador_4x4	M3(A,B,M);
	Sumador_12b			S3(ACC,M_S,SUM);
	Reg_Acc_12b			Ra10(RST,CLK,ENa,SUM,ACC);
	Reg_Res_12b			Rr10(RST,CLK,ENr,SUM,RES);
	Barrel_Shifter		BS(RES,BSEL,MTX);
	assign BSEL = 3'h0;
endmodule
module Multiplicacion_Matricial_Torus (
	input			RST,		 
	input			CLK,		 
	input			STM,		 
	input[3:0]		A00,A01,	 
	input[3:0]		A10,A11,   
	input[3:0]		B00,B01,	 
	input[3:0]		B10,B11,
	output[7:0]		C00,C01, 
	output[7:0]		C10,C11,
	output			EOM			 
	);	
	wire		ENpH;	 
	wire		ENpL;	 
	wire		ENa;	 
	wire		ENr;	 
	wire		SEL;	 
	Arreglo_Torus	U1(RST,CLK,A00,A01,A10,A11,B00,B01,B10,B11,
				   	   ENpH,ENpL,ENa,ENr,SEL,C00,C01,C10,C11);
	FSM_Ctrol		U2(RST,CLK,STM,ENpH,ENpL,ENa,ENr,SEL,EOM);
endmodule
module Multiplicador_4x4 (
	input [3:0]	A,B,	 
	output[7:0] M		 
	);			   
	assign	M = A * B;
endmodule
module Mux4_2_1 (
	input[3:0]	I0,I1,	 
	input		SEL,	 
	output[3:0]	Y		 
	); 
	assign	Y = SEL ? I1 : I0;
endmodule
module Reg_Acc_12b (
	input				RST,	 
	input				CLK,	 
	input				EN,		 
	input[11:0]			D,		 
	output reg[11:0]	Q		 
	);
	reg[11:0] Qp, Qn; 
	always @ (Qp,EN,D)
	begin : Combinacional 
		if (EN)
			Qn = D;	 
		else
			Qn = 0;	 
		Q = Qp;
	end
	always @ (posedge RST or posedge CLK)
	begin : Secuencial
		if (RST)
			Qp <= 0;
		else
			Qp <= Qn;
	end
endmodule
module Reg_Res_12b (
	input			RST,	 
	input			CLK,	 
	input			EN,		 
	input[11:0]		D,		 
	output reg[11:0]	Q		 
	);
	reg[11:0] Qp, Qn; 
	always @ (Qp,EN,D)
	begin : Combinacional 
		if (EN)
			Qn = D;		 
		else
			Qn = Qp;	 
		Q = Qp;
	end
	always @ (posedge RST or posedge CLK)
	begin : Secuencial
		if (RST)
			Qp <= 0;
		else
			Qp <= Qn;
	end
endmodule
module Registro_4b (
	input			RST,	 
	input			CLK,	 
	input			EN,		 
	input[3:0]		D,		 
	output reg[3:0]	Q		 
	);	
	reg[3:0] Qp, Qn; 
	always @ (Qp,EN,D)
	begin : Combinacional 
		if (EN)
			Qn = D;		 
		else
			Qn = Qp;	 
		Q = Qp;
	end
	always @ (posedge RST or posedge CLK)
	begin : Secuencial
		if (RST)
			Qp <= 0;
		else
			Qp <= Qn;
	end
endmodule
module Sumador_12b (
	input[11:0]	A,B,	 
	output[11:0]	SUM		 
	);	 
	assign	SUM = A + B;
endmodule
==> notes.md <==
Notes on the physical implementation.

- The script computed a power per unit cell area of 231.5 nW/µm².
- Per the skew report, the later register of the worst-skew pair sees a clock latency of 0.41 ns.
- The synthesis run shows multiplexers occupying 11.63% of the cell area.
- The post-route minimum period is 4.414 ns, for reference.
- The category of the critical setup timing path is reg2reg, for reference.
- In this run, the synthesized area fraction spent on adder and majority cells is recorded as 16.17%.
- The synthesized netlist devotes 3.474% of its cell area to XOR and XNOR gates.
- The run finished with clean final reports.
- The end point of the critical path is U1.MAC10.Rr10.Qp[7], for reference.
- The global route stage reports its total congestion overflow as 0.
- Final hold analysis gives a worst-case slack of 0.4810 ns.
- The required time of the worst setup path is 8.62 ns, for reference.
- In this run the standard cell core region covers 16,120 µm².
- Including well taps, the total number of placed cells is 1,002.
- Per the post-synthesis stats, the area per cell is 11.25 µm².
- The gate count of the mapped netlist is 743, for reference.
- In this run the count of I/O pins placed on the die edge is 68.
- The endpoint of the most critical register-to-register path is U1.MAC10.Rr10.Qp[7], for reference.
- The area fraction in compound gates after synthesis is 15.38%, for reference.
- The number of register pins that no clock reaches is 8, for reference.
- The number of instances resized during post-cts repair is 0, for reference.
- Yosys reported a register bit count of 139.
- Per the synth stats, the proportion of register bits with asynchronous set or reset is 94.24%.
- The worst register-to-register path depth is 17.
- The launch point of the critical path was reported as U1.Ra10.Qp[0].
- The largest fanout on the critical path is 10, for reference.
- The final max-slew violation count recorded for this run is 0.
- The root buffer selected by CTS is sky130_fd_sc_hd__clkbuf_16, for reference.
- Entering global routing, the biggest net connects 79 pins.
- The number of antenna violations at the first check in global routing came to 0.
- Based on the critical path, the design can be clocked at up to 226.6 MHz.
- The count of cells in the finished layout, fillers not included, comes to 1,034.
- The number of search-and-repair iterations in the first detailed-routing pass is 7, for reference.
- The standard cell area after detailed placement is 9231 µm², for reference.
- For the final routed database, the setup TNS stands at 0 ns.
- The setup slack after layout is 3.886 ns, for reference.
- The largest voltage drop on the vdd net is 168.9 µV, for reference.
- Buffers inserted during clock tree synthesis total 17.
- TritonCTS built the clock tree.
- The number of global-route vias before repair is 5,794, for reference.
- The global-route wire length before repair is 30,390 µm, for reference.
- The count of nets left with antenna violations after detail routing is 0, for reference.
- The switching part of the total is 28.05%, for reference.
- The design draws 2.291 mW.
- The cell leakage power is 4.444 nW, for reference.
- The average via count per standard cell is 5.768, for reference.
- The number of hold buffers added after cts is 0, for reference.
- The die is 131.3 µm wide.
- Between the synthesized netlist and the finished layout, the area growth was recorded as 18.39%.
- The finished cells cover 9893 µm².
- Setup repair after global routing left no endpoint under its margin.
- The area share of and/or/nand/nor cells after synthesis is 8.998%, for reference.
- In this design, the stage delay of the slowest critical-path cell is 0.59 ns.
- The final setup violation count is 0, for reference.
- The finished layout reports a core utilization of 61.39%.
- The DRC violation total after the first TritonRoute iteration is 399, for reference.
- The clock passes through at most 2 buffers.
- The pre-CTS setup check shows a worst slack of 4.022 ns.
- The part of the total power dissipated in sequential elements is 35.5%, for reference.
- In this run the tightest slew margin relative to its limit is 52.06%.
- The number of distinct library cells after synthesis is 51, for reference.
- The fraction of the core area occupied by cells at floorplan is 51.86%, for reference.
- The net switching power is 0.6426 mW, for reference.
- The critical path goes through nor2b_1 -> a32oi_1 -> fa_1 -> inv_1 -> fa_1 -> inv_1 -> fa_1 -> inv_1 -> a21o_1 -> a21oi_1 -> xnor2_1 -> ha_1 -> a21oi_1 -> o21ai_0 -> and2_0 -> or3_1 -> a31oi_1.
- The most common logic cells in the final layout are sky130_fd_sc_hd__dfrtp_1 (131), sky130_fd_sc_hd__mux2_2 (85), sky130_fd_sc_hd__ha_1 (76).
- The largest clock skew in the final design is 0.005796 ns, for reference.
- The transition time at the pin with the least slew margin is 0.7191 ns, for reference.
- The routed design shows a wire length per standard cell of 17.73 µm.
- Per the final layout report, the fraction of cells sized above drive strength 1 comes to 15.65%.
- The clock network fraction of design power is 36.8%, for reference.
- The data arrival time of the worst path is 4.74 ns, for reference.
- The most common logic cell in the routed design is sky130_fd_sc_hd__dfrtp_1, for reference.
- Of the total power, combinational logic draws 27.8%.
- The floorplan has 46 rows.
- Cell internal power was estimated by the tool at 1.648 mW.
- The warning tally printed by Yosys for this design is 6.
- In this run, synthesis inferred 0 flip-flops with an integrated enable.
- The final antenna diode count is 0, for reference.
- After synthesis, the largest family of logic cells by area is adder cells.
- CTS built an H-tree with a depth of 4.
- The internal reg-to-reg setup slack is 3.89 ns, for reference.
- In this run the tools logged warnings totalling 25.
- The library cell contributing the largest single delay on the critical path is sky130_fd_sc_hd__fa_1, for reference.
- The type of origin of the critical path is a flip-flop, for reference.
- The number of buffers added on ports is 67, for reference.
- The yosys cell count is 743, for reference.
- The most used flip-flop cell after synthesis is sky130_fd_sc_hd__dfrtp_1.
- The chip occupies 17,230 µm².
- In the post-route report, total wirelength is listed as 18,330 µm.
- The cell area after technology mapping is 8357 µm², for reference.
- STA lists the startpoint of the worst register-to-register path as U1.Ra10.Qp[0].
- The final timing report lists a hold violation count of 0.
- The die is 131.3 µm tall.
- The timing report gives the clock slew at the launch and capture registers of the worst setup and hold paths as 0.06 ns.
- Checking hold timing, the worst path is listed with class reg2reg.
- The number of cells on the worst hold path is 2, for reference.
- The total setup buffers inserted after CTS is 0, for reference.
- The remaining routing DRC violations is 0, for reference.
- The total routing resource utilization after global routing is 23.22%, for reference.
- After its last routability iteration, the placer logged a weighted congestion of 0.8569.
- After layout, the worst path uses 53.18% of the clock period.
- The via total after detailed routing is 5,964, for reference.
- The number of unconstrained endpoints is 12, for reference.
- Summed over all nets, the half-perimeter wirelength after detailed placement is 12,610 µm.
- The post-synth area from yosys stat is 8357 µm², for reference.
- The number of max-cap violations is 0, for reference.
- The endpoint class of the critical path is a flip-flop, for reference.
worst max-delay path: cells and delay by family (launching register included):
kind / cells / cell delay, ns
xor gates and xnor gates: 1 / 0.14
adders and majority gates: 4 / 2.00
and+or+nand+nor: 3 / 0.77
buffers and inverters: 3 / 0.20
AOI/OAI and AO/OA: 6 / 0.83
DFF: 1 / 0.39
registers in the layout, summed over array words and instances, names as in the netlist, 8 cells and up:
name,cells
U1.MAC00.Ra10.Qp,8
U1.MAC00.Rr10.Qp,8
U1.MAC01.Ra10.Qp,8
U1.MAC01.Rr10.Qp,8
U1.MAC10.Ra10.Qp,8
U1.MAC10.Rr10.Qp,8
U1.MAC11.Ra10.Qp,8
U1.MAC11.Rr10.Qp,8
kinds of logic after synthesis:
| group | after synthesis |
|---|---|
| AOI/OAI and AO/OA | 171 |
| and+or+nand+nor | 140 |
| DFF | 131 |
| adders and majority gates | 96 |
| muxes | 86 |
| buffers and inverters | 81 |
| xor gates and xnor gates | 30 |
| latches | 8 |
per-layer routing:
layer	global-route usage, %	up-vias	part of all wire [%]
met5	0	-	0
met4	2.584	0	1.2
met3	5.625	17	6.1
met2	35.11	184	46
met1	36.88	2899	47
li1	-	2864	-
cell usage after synthesis, types with 11 or more instances:
library cell	count	share of area, %
sky130_fd_sc_hd__dfrtp_1	131	39
sky130_fd_sc_hd__mux2_2	85	11
sky130_fd_sc_hd__ha_1	76	11
sky130_fd_sc_hd__inv_1	51	2.3
sky130_fd_sc_hd__a32o_1	44	5.3
sky130_fd_sc_hd__o21ai_0	27	1.6
sky130_fd_sc_hd__and2_1	25	1.9
sky130_fd_sc_hd__a21oi_1	24	1.4
sky130_fd_sc_hd__nand2_1	24	1.1
sky130_fd_sc_hd__nor2_1	24	1.1
sky130_fd_sc_hd__xnor2_1	24	2.5
sky130_fd_sc_hd__nor2b_1	22	1.6
sky130_fd_sc_hd__fa_1	20	4.8
sky130_fd_sc_hd__clkbuf_1	19	0.85
sky130_fd_sc_hd__a21o_1	13	1.2
sky130_fd_sc_hd__nand3_1	13	0.78
sky130_fd_sc_hd__a211oi_1	11	0.99
sky130_fd_sc_hd__a32oi_1	11	1.2
power groups by stage:
stage | clock, mW | combinational, mW | sequential [mW]
after global routing | 0.888 | 0.717 | 0.827
final | 0.842 | 0.636 | 0.813
after CTS | 0.860 | 0.641 | 0.814
worst min-delay path by stage:
stage                        from                  end  slack (ns)
global route  U1.MAC11.Rr10.Qp[3]  U1.MAC11.Rr10.Qp[3]        0.52
CTS           U1.MAC01.Rr10.Qp[1]  U1.MAC01.Rr10.Qp[1]        0.49
finish        U1.MAC01.Rr10.Qp[1]  U1.MAC01.Rr10.Qp[1]        0.48
area by class of cell:
class | instances | area, µm²
fill | 1305 | 6222
multi-input combinational | 523 | 4651
sequential | 139 | 3402
timing repair buffer | 72 | 708.2
clock buffer | 18 | 439.2
tap | 216 | 270.3
clock inverter | 14 | 222.7
inverter | 52 | 200.2
Power and IR drop assume default switching activity.
